### run.sh
#!/bin/bash
# OpenROAD 26Q1-2900-gdf79404cd8, Yosys 0.63+post, stock flow scripts
make -C /OpenROAD-flow-scripts/flow DESIGN_CONFIG=/design/flow/config.mk WORK_HOME=/design/flow/orfs finish
### constraint.sdc
current_design code

set clk_period 9.0
set clk_io_pct 0.2

create_clock -name clk0 -period $clk_period [get_ports {Clk}]

set non_clock_inputs [all_inputs -no_clocks]
set_input_delay [expr $clk_period * $clk_io_pct] -clock clk0 $non_clock_inputs
set_output_delay [expr $clk_period * $clk_io_pct] -clock clk0 [all_outputs]
### config.mk
export PLATFORM = sky130hd
export DESIGN_NAME = code
export DESIGN_NICKNAME = code
export VERILOG_FILES = /design/flow/design.v
export SDC_FILE = /design/flow/constraint.sdc
export NUM_CORES = 4
export LEC_CHECK = 1
export CORE_UTILIZATION = 50
### design.v
`timescale 1ns / 1ps
module code(
    input Clk,
    input Reset,
    input Slt,
    input En,
    output reg[63:0] Output0,
    output reg[63:0] Output1
    );
	 reg[1:0] i;
	 initial begin
		  Output0 <= 64'd0;
		  Output1 <= 64'd0;
		  i <= 2'b00;
	 end
	 always@(posedge Clk)
	 begin
	     if(Reset == 1)
		  begin
		      Output0 <= 64'd0;
				Output1 <= 64'd0;
				i <= 2'b00;
		  end
		  else if(En == 1)
		  begin
		      if(Slt == 0)
				begin
					 Output0 <= Output0 + 1;
				end
				else
				begin
				    i <= i + 1;
					 if(i == 3)
					 begin
					     i <= 2'b00;
						  Output1 <= Output1 + 1;
					 end
				end
		  end
	 end
endmodule
==> flow_metrics.env <==
# physical design summary
export IMPL_status="finished clean"
export IMPL_drt_wl_total_mm=15.32
export IMPL_crit_path_start_kind="primary input"
export IMPL_ioPinCount=132
export IMPL_drt_iter0_drc=560
export IMPL_cts_buffer_depth=2
export IMPL_powerDensity_nw_per_um2=150.0
export IMPL_final_util_pct=67.58
export IMPL_gr_usage_all_layers_pct=24.86
export IMPL_worstMarginPinSlew_ns=0.9121
export IMPL_grt_max_degree=74
export IMPL_crit_arrival_ns=4.14
export IMPL_ir_worst_vdd_mv=0.1203
export IMPL_grt_pass1_vias=5327
export IMPL_tool_warnings=26
export IMPL_edf_count=0
export IMPL_drive_gt1_share_pct=6.088
export IMPL_min_delay_start="i[1]"
export IMPL_io_buffer_count=131
export IMPL_clkLatencyLatePin_ns=0.41
export IMPL_postCtsSetupRepairBufs=0
export IMPL_nFillCells=960
export IMPL_maxSlewHeadroom_pct=39.02
export IMPL_dr_pass1_iters=5
export IMPL_crit_fanout=33
export IMPL_required_ns=9.30
export IMPL_worstSetupEndpointType="flop"
export IMPL_grt_pass1_wl_mm=25.80
export IMPL_wl_met1_mm=7.518
export IMPL_met3_wirelength_um=946
export IMPL_largest_area_cell="dfxtp_1"
export IMPL_routabilityCongestion=0.8578
export IMPL_min_period_ns=3.842
export IMPL_yosysCellCount=757
export IMPL_fp_util_pct=51.54
export IMPL_fin_setup_tns_ns=0
export IMPL_cts_buffers=17
export IMPL_drc=0
export IMPL_synth_main_ff_cell="dfxtp_1"
export IMPL_worstSetupPathType="in2reg"
export IMPL_synth_distinct_cells=45
export IMPL_post_place_ws_ns=4.746
export IMPL_finalPower_w=0.001228
export IMPL_synth_avg_cell_area_um2=8.246
export IMPL_yosys_top_cells_area="dfxtp_1, a21oi_1, nor2_1"
export IMPL_highest_layer="met4"
export IMPL_cts_sinks=130
export IMPL_min_to="i[1]"
export IMPL_via_per_inst=5.667
export IMPL_reg2reg_depth=5
export IMPL_core_area_um2=12110
export IMPL_finalClockPeriodUsage_pct=42.68
export IMPL_leakagePower_nw=2.505
export IMPL_cts_tree="yes"
export IMPL_yosys_area_um2=6242
export IMPL_antenna_cells=0
export IMPL_numSynthFlops=130
export IMPL_r2r_start="Output1[23]"
export IMPL_hold_path_depth=2
export IMPL_maxSlewViolCount=0
export IMPL_grt_overflow_total=0
export IMPL_antenna_found_initial=0
export IMPL_netlist_area_leader_share_pct=41.69
export IMPL_fmax_mhz=260.3
export IMPL_synthArstFlopShare_pct=0
export IMPL_clk_pin_slew_worst_paths_ns=0.05
export IMPL_clockRootBuffer="clkbuf_16"
export IMPL_setup_viol=0
export IMPL_ys_warn_count=1
export IMPL_cap_violations=0
export IMPL_dp_hpwl_mm=9.880
export IMPL_vias=5979
export IMPL_min_path_type="reg2reg"
export IMPL_layout_cells_non_filler=1055
export IMPL_die_area_um2=12940
export IMPL_detail_route_antenna_nets=0
export IMPL_cts_max_level=4
export IMPL_chipHeight_um=113.7
export IMPL_combGateArea_um2=3426
export IMPL_finalClockSkew_ns=0.007919
export IMPL_hold_violations=0
export IMPL_register_area_um2=2603
export IMPL_num_rows=40
export IMPL_netlist_instances=757
export IMPL_cts_hold_buffers=0
export IMPL_dp_cells=1024
export IMPL_netlist_area_um2=6242
export IMPL_die_w_um=113.7
export IMPL_area_growth_pct=31.13
export IMPL_post_cts_resized=0
export IMPL_reg2reg_slack_ns=6.01
export IMPL_setup_slack_ns=5.158
export IMPL_ys_seq_share_pct=41.69
export IMPL_worstReg2RegEnd="Output1[51]"
export IMPL_met2WireLength_mm=6.706
export IMPL_wire_per_inst_um=14.52
export IMPL_rsz0062_at_grt="no"
[kinds of logic after synthesis]
| group | synth area share (%) |
|---|---|
| buffers and inverters | 3.427 |
| multiplexers | 0.7015 |
| AND-OR/OR-AND | 12.03 |
| AND/OR/NAND/NOR | 33.69 |
| flip-flops | 41.69 |
| adder cells (fa/ha/maj) | 0.6014 |
| XOR/XNOR | 7.857 |
[final cells by class]
cell class | instances | share of cell area, %
flip-flops and latches | 130 | 31.79
well taps | 168 | 2.568
multi-input cells | 576 | 41.85
clock inverters | 5 | 0.3057
repair buffers | 137 | 16.54
clock buffers | 26 | 6.344
inverters | 13 | 0.5961
[routing by layer]
layer	vias up	global-route usage, %
met1	2786	40.06
met5	-	0
li1	3022	-
met4	0	2.719
met3	11	4.927
met2	160	36.83
[cell usage after synthesis, types with 2 or more instances]
library cell / number
nand3_1: 45
and4_1: 13
a21oi_1: 69
buf_1: 2
and3_1: 17
or3_1: 35
nand3_2: 2
or4_1: 29
dfxtp_1: 130
o21ai_0: 37
xor2_1: 26
nor4_1: 19
nor2_1: 76
buf_2: 3
nor2b_1: 3
nand4_1: 40
nor4_2: 2
xnor2_1: 30
nand3b_1: 3
and2_1: 4
nor3_1: 15
clkbuf_1: 29
nor3_2: 2
or2_2: 3
nand2_1: 60
o31ai_1: 28
inv_1: 13
mux2_2: 3
ha_1: 3
[power by group]
group / internal, W / leakage [nW] / switching (W)
Sequential: 0.000577 / 1.05 / 0.00000141
Clock: 0.000392 / 0.276 / 0.000240
Combinational: 0.00000438 / 1.18 / 0.0000127
Total: 0.000973 / 2.50 / 0.000255
[placed cells by master, fill, tap and decap left out, types with 2 or more instances in the layout]
master and count:
dfxtp_1 130, or4_1 29, nor3_2 2, or2_2 3, and3_1 17, nor3_1 15, nand4_1 40, a21oi_1 69
nor4_1 19, clkinv_2 5, o31ai_1 28, xor2_1 26, nor4_2 2, nand3_2 2, mux2_2 3, xnor2_1 30
and2_1 4, nand3b_1 3, ha_1 3, buf_4 7, nor2_1 76, clkbuf_1 3, nor2b_1 3, inv_1 13
clkbuf_8 6, o21ai_0 37, nand3_1 45, clkdlybuf4s50_1 130, or3_1 35, nand2_1 60, clkbuf_16 17, and4_1 13
[critical path, cell delays in order]
cell and delay [ns]:
clkdlybuf4s50_1 0.65, nand3_1 0.15, nor3_2 0.47, nand3_1 0.14, buf_4 0.25, nor4_1 0.30, mux2_2 0.36
[registers in the layout, indices dropped and copies added, names as in the netlist]
register / count
i: 2
Output0: 64
Output1: 64
[stage by stage]
| stage | instance area (um^2) | hold slack, ns |
|---|---|---|
| finish | 8185 | 0.4697 |
| CTS | 8185 | 0.4752 |
| global placement | 7641 | 0.4475 |
| floorplan | 6242 | 0.4389 |
| detailed placement | 7641 | 0.4636 |
| global route | 8185 | 0.5117 |
[how the worst max path moves through the flow]
stage         depth (start not counted)           to  from
finish                                7  Output1[47]   Slt
CTS                                   7  Output1[47]   Slt
global route                          7  Output1[47]    En
Power figures rest on the tool's default switching activity, not on a simulated workload.
