File: /design/flow/run.sh
#!/bin/bash
# OpenROAD 26Q1-2900-gdf79404cd8, Yosys 0.63+post, stock flow scripts
make -C /OpenROAD-flow-scripts/flow DESIGN_CONFIG=/design/flow/config.mk WORK_HOME=/design/flow/orfs finish
File: /design/flow/config.mk
export PLATFORM = sky130hd
export DESIGN_NAME = cpu_checker
export DESIGN_NICKNAME = cpu_checker
export VERILOG_FILES = /design/flow/design.v
export SDC_FILE = /design/flow/constraint.sdc
export NUM_CORES = 4
export LEC_CHECK = 1
export CORE_UTILIZATION = 40
File: /design/flow/constraint.sdc
current_design cpu_checker

set clk_period 4.6
set clk_io_pct 0.2

create_clock -name clk0 -period $clk_period [get_ports {clk}]

set non_clock_inputs [all_inputs -no_clocks]
set_input_delay [expr $clk_period * $clk_io_pct] -clock clk0 $non_clock_inputs
set_output_delay [expr $clk_period * $clk_io_pct] -clock clk0 [all_outputs]
File: /design/flow/design.v
`timescale 1ns / 1ps
module cpu_checker(
    input clk,
    input reset,
    input [7:0] char,
    output [1:0] format_type
    );
	reg[3:0] stat;
	integer cnt;
	initial begin
		cnt = 0;
		stat <= 4'b0000;
	end
	always@(posedge clk)
	begin
		if(reset == 1)
		begin
			stat <= 4'b0000;
			cnt = 0;
		end
		else
		begin
			case(stat)
				4'b0000:
				begin
					if(char == "^")
					begin
						cnt = 0;
						stat <= 4'b0001;
					end
					else
					begin
						cnt = 0;
						stat <= 4'b0000;
					end
				end
				4'b0001:
				begin
					if(cnt == 0 && char == "@")
					begin
						stat <= 4'b1111;
					end
					else if(cnt < 4 && (char >= "0" && char <= "9"))
					begin
						cnt = cnt + 1;
						stat <= 4'b0001;
					end
					else if(char == "@")
					begin
						cnt = 0;
						stat <= 4'b0010;
					end
					else
					begin
						stat <= 4'b1111;
					end
				end
				4'b0010:
				begin
					if(cnt < 8 && ((char >= "0" && char <= "9") || (char >= "a" && char <= "f")))
					begin
						cnt = cnt + 1;
						stat <= 4'b0010;
					end
					else if(cnt == 8 && char == ":")
					begin
						cnt = 0;
						stat <= 4'b0011;
					end
					else
					begin
						stat <= 4'b1111;
					end
				end
				4'b0011:
				begin
					if(char == " ")
					begin
						stat <= 4'b0011;
					end
					else if(char == "$")
					begin
						cnt = 0;
						stat <= 4'b0100;
					end
					else if(char == "*")
					begin
						cnt = 0;
						stat <= 4'b1010;
					end
					else
					begin
						stat <= 4'b1111;
					end
				end
				4'b0100:
				begin
					if(cnt < 4 && (char >= "0" && char <= "9"))
					begin
						cnt = cnt + 1;
						stat <= 4'b0100;
					end
					else if(cnt > 0 && char == " ")
					begin
						stat <= 4'b0101;
					end
					else if(cnt > 0 && char == "<")
					begin
						stat <= 4'b0110;
					end
					else
					begin
						stat <= 4'b1111;
					end
				end
				4'b0101:
				begin
					if(char == "<")
					begin
						stat <= 4'b0110;
					end
					else if(char == " ")
					begin
						stat <= 4'b0101;
					end
					else
					begin
						stat <= 4'b1111;
					end
				end
				4'b0110:
				begin
					if(char == "=")
					begin
						cnt = 0;
						stat <= 4'b0111;
					end
					else
					begin
						stat <= 4'b1111;
					end
				end
				4'b0111:
				begin
					if(char == " ")
					begin
						stat <= 4'b0111;
					end
					else if((char >= "0" && char <= "9") || (char >= "a" && char <= "f"))
					begin
						cnt = 1;
						stat <= 4'b1000;
					end
					else
					begin
						stat <= 4'b1111;
					end
				end
				4'b1000:
				begin
					if(cnt < 8 && ((char >= "0" && char <= "9") || (char >= "a" && char <= "f")))
					begin
						cnt = cnt + 1;
						stat <= 4'b1000;
					end
					else if(cnt == 8 && char == "#")
					begin
						stat <= 4'b1001;
					end
					else
					begin
						stat <= 4'b1111;
					end
				end
				4'b1001:
				begin
					cnt = 0;
					if(char == "^")
					begin
						stat <= 4'b0001;
					end
					else
					begin
						stat <= 4'b0000;
					end
				end
				4'b1010:
				begin
					if(cnt < 8 && ((char >= "0" && char <= "9") || (char >= "a" && char <= "f")))
					begin
						cnt = cnt + 1;
						stat <= 4'b1010;
					end
					else if(cnt == 8 && char == "<")
					begin
						stat <= 4'b1011;
					end
					else if(cnt == 8 && char == " ")
					begin
						stat <= 4'b1010;
					end
					else
					begin
						stat <= 4'b1111;
					end
				end
				4'b1011:
				begin
					if(char == "=")
					begin
						cnt = 0;
						stat <= 4'b1100;
					end
					else
					begin
						stat <= 4'b1111;
					end
				end
				4'b1100:
				begin
					if(char == " ")
					begin
						stat <= 4'b1100;
					end
					else if((char >= "0" && char <= "9") || (char >= "a" && char <= "f"))
					begin
						cnt = 1;
						stat <= 4'b1101;
					end
					else
					begin
						stat <= 4'b1111;
					end
				end
				4'b1101:
				begin
					if(cnt < 8 && ((char >= "0" && char <= "9") || (char >= "a" && char <= "f")))
					begin
						cnt = cnt + 1;
						stat <= 4'b1101;
					end
					else if(cnt == 8 && char == "#")
					begin
						cnt = 0;
						stat <= 4'b1110;
					end
					else
					begin
						stat <= 4'b1111;
					end
				end
				4'b1110:
				begin
					cnt = 0;
					if(char == "^")
					begin
						stat <= 4'b0001;
					end
					else
					begin
						stat <= 4'b0000;
					end
				end
				4'b1111:
				begin
					if(char == "#")
					begin
						stat <= 4'b0000;
					end
					else
					begin
						stat <= 4'b1111;
					end
				end
			endcase
		end
	end
	assign format_type = (stat == 4'b1001)? 2'b01:
	                     (stat == 4'b1110)? 2'b10:
								                       2'b00;
endmodule
==> changes_impl.md <==
## Implementation

- Cell area after layout: about 3200 µm²
- First-pass GRT wire length: 13310 µm
- Slew @ Worst Pin: 774.1 ps
- Post-DP Area: slightly above 3000 µm²
- Peak supply drop: ~0.15 mV
- Clk_skew: 5.514 ps
- Max-cap violations: 0
- Met1 usage: 35.49%
- Worst EP required: 4830 ps
- TritonCTS clock tree: yes
- CORE AREA: 6869 µm²
- Critical path startpoint category: primary input
- Most frequent logic cells in the routed design: 42 x nor2_1, 40 x nand2_1, 36 x dfxtp_1
- Post-Syn Area: 2875 µm²
- Final WL: 8059 µm
- Yosys cell count: 394
- Slew headroom: 48.32%
- Post-cts sizing count: 0
- Total setup buffers inserted after CTS: 0
- GRT Residual Overflow: 0
- Setup WS pre-CTS: 423.2 ps
- Ports: 12
- Yosys Chip Area: roughly 2900 µm²
- Crit Path Class: in -> reg
- Hold Violations, Final: 0
- HPWL Detailed: 5768 µm
- CP max FO: 11
- Lkg Pwr: about 1.1 nW
- Core Rows: 30
- PD cells: 407.2 nW/µm²
- Layout area overhead: 10.23%
- Status: finished, final reports clean
- DRC viols: 0
- Die Width: 86.78 µm
- Distinct lib cells: about 70
- CTS H-Tree Depth: 2
- Crit path DAT: 4130 ps
- Cell Chain, Critical Path: clkdlybuf4s50_1 > o21ai_0 > and3_1 > nor2_1 > nor2_4 > nor3b_1 > nor3_4 > nor2_1 > a221o_1
- Total tool warning count: 26
- Post-route insts no fill: 497
- Seq/Total Area, Yosys: 25.07%
- WL/cell: 16.22 µm
- Init Core Util: 41.86%
- TritonCTS Sinks: 36
- Late-Pin Clk Latency: 290 ps
- Diode count: 0
- Dpl cells: 489
- Vias per inst: between 6 and 7
- Post-synth regs: 36
- IO Port Bufs: 11
- Layout fillers: 671
- Fmax: 256.4 MHz
- M2 GR Usage: between 30% and 40%
- Routed Antenna Nets: 0
- Vias in the first global route: around 2600
- Async SR Flop Fraction: 0%
- Die Ht: 86.78 µm
- Clock transition at path regs: 70 ps
- Most Crowded Layer GR: met1
- Max clock buf depth: 2
- Die Area: 7531 µm²
- Vias post-DR: roughly 3100
- Met3 Usage GRT: under 10%
- Syn. warnings: 1
- Initial DRC count: 202
- Share of layout cells above drive strength 1: roughly 8.0%
- HP Class: reg -> reg
- TritonCTS Buffers: 5
- Crit-path max cell delay: 690 ps
- Final tally of max-slew violations: 0
- Minimum clock period: 3901 ps
- EDFF count, synth: 0
- Drt pass-1 iters: 5
- Post-Route Setup TNS: 0 ps
- CP Capture Type: flop
- Critical Path Most Common Cell: nor2_1
- Syn Area/Cell: 7.298 µm²
- GPL Wtd Cong: around 0.95
- Mapped Cells: roughly 390
- Fin crit share: 84.80%
- GR Util All Layers: 22.47%
- Final WS setup: around 700 ps
- Largest delay share family, worst path: simple AND/OR/NAND/NOR gates
- Initial antenna violation count: 0
- Unrepaired setup endpoints after global routing: no
- Synth Flop Type: dfxtp_1
- Top cell excl fill/tap: nor2_1
- Clk root buf: clkbuf_8
- Buf+Inv Stages, Crit Path: 1
- Final setup viols: 0
- Largest net degree at the start of global routing: 31
- Fin util: 46.14%
- Cts hold-fix bufs: 0
- Crit-path slowest cell: clkdlybuf4s50_1
worst paths after layout:
path	startpoint	end	cells after the start	slack [ps]
setup / recovery	char[2]	cnt[13]$_SDFFE_PP0P_	9	700
hold / removal	cnt[15]$_SDFFE_PP0P_	cnt[15]$_SDFFE_PP0P_	1	510
setup reg to reg	cnt[18]$_SDFFE_PP0P_	cnt[12]$_SDFFE_PP0P_	9	1320
hold reg to reg	cnt[15]$_SDFFE_PP0P_	cnt[15]$_SDFFE_PP0P_	1	510
area by class of cell:
cell class	instances	area [µm²]	share of cell area (%)
multi-input cells	320	1997	63.01
well taps	96	120.1	3.790
clock inverters	1	7.507	0.2369
flip-flops and latches	36	720.7	22.74
repair buffers	19	170.2	5.369
inverters	18	67.56	2.132
clock buffers	7	86.33	2.724
sequential cells by signal, indices dropped and copies added (netlist names):
name	flops
stat	4
cnt	32
synthesized netlist by cell type (9+ instances only):
cell type | instances | area, µm²
nor2_1 | 42 | 157.7
nand2_1 | 40 | 150.1
dfxtp_1 | 36 | 720.7
nor3_1 | 19 | 95.09
inv_1 | 18 | 67.56
nand3_1 | 18 | 90.09
clkbuf_1 | 14 | 52.55
o21ai_0 | 14 | 70.07
a21oi_1 | 12 | 60.06
a31oi_1 | 12 | 75.07
nand4_1 | 11 | 68.82
and3_1 | 10 | 62.56
a22o_1 | 9 | 78.83
nor2b_1 | 9 | 56.30
worst reg2reg max path: cells and delay by family (launching register included):
family | cells | cell delay [ps]
flip-flops | 1 | 360
buffers and inverters | 1 | 310
AND/OR/NAND/NOR | 5 | 1800
AND-OR/OR-AND | 3 | 710
through the flow:
stage | hold WS [ps] | total power [mW]
floorplan | 466.2 | 0.8785
global placement | 498.5 | 1.054
detailed placement | 504.6 | 1.038
CTS | 512.7 | 1.284
global route | 553.6 | 1.375
finish | 508.4 | 1.290
logic make-up (layout without fill, tap and decap cells):
| kind of cell | Yosys count | after routing | synth area share, % |
|---|---|---|---|
| simple gates | 203 | 203 | 38.73 |
| compound gates | 114 | 114 | 29.50 |
| buf+inv | 38 | 45 | 5.483 |
| flops | 36 | 36 | 25.07 |
| fa+ha+maj | 2 | 2 | 0.8702 |
| mux | 1 | 1 | 0.3481 |
power breakdown:
| part | internal, mW | total [mW] | switching (mW) |
|---|---|---|---|
| clock network | 0.122 | 0.238 | 0.116 |
| registers | 0.329 | 0.393 | 0.0633 |
| logic | 0.232 | 0.660 | 0.428 |
metal layers:
metal  share of wire (%)  wire [µm]  up-vias
li1                    -          -     1534
met1                  47       3771     1452
met2                  45       3642      138
met3                 6.8        551       10
met4                 1.2         93        0
met5                   0          0        -
No activity file was given, so power comes from the tool's default toggle rates.
